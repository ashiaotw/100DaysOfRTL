==> ./design.v <==
module one_hot#(
  parameter BIN = 4,
  parameter ONE_HOT = 16
)(
  input		wire[BIN-1:0] 		bin_in,
  output 	wire[ONE_HOT-1:0] 	one_hot_out
);
  assign one_hot_out = 1'b1<<bin_in;
endmodule
==> ./run.sh <==
#!/bin/bash
# OpenROAD 26Q1-2900-gdf79404cd8, Yosys 0.63+post, stock flow scripts
make -C /OpenROAD-flow-scripts/flow DESIGN_CONFIG=/design/flow/config.mk WORK_HOME=/design/flow/orfs finish
==> ./config.mk <==
export PLATFORM = sky130hd
export DESIGN_NAME = one_hot
export DESIGN_NICKNAME = one_hot
export VERILOG_FILES = /design/flow/design.v
export SDC_FILE = /design/flow/constraint.sdc
export NUM_CORES = 4
export LEC_CHECK = 1
export CORE_AREA = 10 10 70 70
export DIE_AREA = 0 0 80 80
==> ./constraint.sdc <==
current_design one_hot

set clk_period 1.0
set clk_io_pct 0.2

create_clock -name clk0 -period $clk_period

set non_clock_inputs [all_inputs -no_clocks]
set_input_delay [expr $clk_period * $clk_io_pct] -clock clk0 $non_clock_inputs
set_output_delay [expr $clk_period * $clk_io_pct] -clock clk0 [all_outputs]
==> impl_metrics.yaml <==
# synthesis and place-and-route metrics
outcome:
  run_status: "complete, but fails checks"
  violations: "negative setup slack"
global_route:
  grt_overflow: 0
  antenna_found_initial: 0
  grt_pass1_wl_um: 1980
  grt_start_max_net_pins: 9
  first_global_vias: 344
  grtUsageTotal: 0.03833
placed_design:
  gp_congestion: 0.7210
  post-place-ws_ps: -800.1
  port_buffers: 20
  place_hpwl_um: 633.9
route:
  routedWlPerCell_um: 13.08
  diodes: 0
  vias: 343
  firstDrtPassIters: 2
  drc: 0
  vias_per_cell: 3.236
  ant_nets: 0
  totalWireLength_um: 1386
  initialDrtViolationCount: 17
power:
  peakVddDrop_mv: 0.1492
  p_leak_nw: 0.3464
  p_total_uw: 240.9
  p_per_area_mw_per_mm2: 336.5
synth:
  postSynthAreaPerCell_sq_um: 11.32
  yosysTopAreaCell: "and4bb_2"
  common_cells: "6 x and4bb_2, 4 x and4b_1, 4 x buf_4, 4 x nor4b_2"
  syn_inst: 20
  yosys.area.top_type_share: 0.3315
  yosysWarnings: 0
  synth-seq-area-share: 0
  yosysUniqueCellTypes: 6
  top_cells_by_area: "and4bb_2 33%, nor4b_2 27%, and4b_1 18%"
  ys_chip_area_sq_um: 226.5
  synth.most_common_cell: "and4bb_2"
  yosysCellCount: 20
  synth_area_sq_um: 226.5
timing:
  finalMaxSlewViolations: 0
  tightest_slew_ps: 202.7
  setup_violations: 13
  finalWorstSetupSlack_ps: -144.0
  hold_viol_final: 0
  slew-limit-headroom: 0.8643
  finalWorstPathRequiredPeriod_ps: 1144
  max_freq_mhz: 874.1
  min_period_over_period: 1.144
  holdWs_ps: 765.2
  rsz0062_at_grt: "yes"
cells_and_area:
  final_util: 0.2095
  drive_gt1_frac: 0.9000
  regArea_sq_um: 0
  flop-count: 0
  clock_buffers: 0
  area.growth.synth_to_final_pct: 216.0
die:
  fp_util: 0.06630
  die_h_um: 80
  pin_count: 20
  rows: 21
  core_area_sq_mm: 0.003416
  dieArea_sq_mm: 0.006400
  die_x_um: 80
worst_setup_path:
  cp_data_required_time_ps: 800
  critPathMaxFanout: 6
  critical-path-top-delay-family: "buffers and inverters"
  endpoint_kind: "primary output"
  slowest_delay_ps: 270
  cp_slowest_cell: "nor4b_4"
  crit_chain: "buf_8, buf_6, buf_6, nor4b_4, buf_2"
  worst_ep_arrival_time_ps: 940
  cp_num_buf_inv: 4
  cp-start-kind: "input pin"
  cpMostUsedCell: "buf_6"
  crit_type: "in2out"
run:
  drv_cap: 0
  tool_warnings: 34
worst_hold_path:
  hp-class: "in2out"
## what timing repair did
action                                  4_1_cts  5_1_grt
pin swaps                                     9        5
setup buffers                                14        3
endpoints found under the setup margin       16       13
gates cloned                                  4        0
resized                                      89       10
endpoints found under the hold margin         0        0
hold buffers                                  0        0
## cell type report
type / count / area (sq um)
timing repair buffer: 44 / 417.9
fill: 368 / 2700
tap: 46 / 57.56
multi-input combinational: 16 / 240.2
## cells by family (layout without fill, tap and decap cells)
family                 Yosys count  after routing  share of synthesized area
buffers and inverters            4             44                     0.1326
and+or+nand+nor                 16             16                     0.8674
## placed cells by master, fill, tap and decap left out
cell type and instances:
and4bb_2 6, buf_12 1, buf_4 6, buf_6 16, buf_16 1, clkdlybuf4s15_1 1
nor4_4 1, and4_1 1, nor4b_4 4, buf_8 4, buf_2 15, and4b_1 4
## stage by stage
stage,TNS [ps],area [sq um],cells
finish,-1165,715.7,106
global placement,-12140,496.7,86
floorplan,0,226.5,20
CTS,-973.2,646.9,104
global route,-1644,715.7,106
detailed placement,-12000,496.7,86
## tightest hold or removal path, stage by stage
cell	delay [ps]
buf_8	90
buf_16	120
nor4b_4	40
buf_2	110
## layer usage
metal | vias to the layer above | share of wire | GRT usage
met1 | 154 | 0.56 | 0.06856
met4 | 0 | 0 | 0
met2 | 20 | 0.34 | 0.03933
li1 | 169 | - | -
met5 | - | 0 | 0
met3 | 0 | 0.099 | 0.01477
## report_power, final
group,total (mW),internal [mW],switching (mW)
sequential,0,0,0
combinational,0.241,0.156,0.0846
clock,0,0,0
## final timing paths
| kind | start | end | slack [ps] | cells past startpoint |
|---|---|---|---|---|
| worst min-delay path | bin_in[0] | one_hot_out[4] | 770 | 4 |
| worst max-delay path | bin_in[1] | one_hot_out[1] | -140 | 5 |
Power figures rest on the tool's default switching activity, not on a simulated workload.
