[/design/flow/constraint.sdc]
current_design odd_counter

set clk_period 1.6
set clk_io_pct 0.2

create_clock -name clk0 -period $clk_period [get_ports {clk}]

set non_clock_inputs [all_inputs -no_clocks]
set_input_delay [expr $clk_period * $clk_io_pct] -clock clk0 $non_clock_inputs
set_output_delay [expr $clk_period * $clk_io_pct] -clock clk0 [all_outputs]
[/design/flow/run.sh]
#!/bin/bash
# OpenROAD 26Q1-2900-gdf79404cd8, Yosys 0.63+post, stock flow scripts
make -C /OpenROAD-flow-scripts/flow DESIGN_CONFIG=/design/flow/config.mk WORK_HOME=/design/flow/orfs finish
[/design/flow/config.mk]
export PLATFORM = sky130hd
export DESIGN_NAME = odd_counter
export DESIGN_NICKNAME = odd_counter
export VERILOG_FILES = /design/flow/design.v
export SDC_FILE = /design/flow/constraint.sdc
export NUM_CORES = 4
export LEC_CHECK = 1
export CORE_AREA = 10 10 70 70
export DIE_AREA = 0 0 80 80
[/design/flow/design.v]
module odd_counter(
  input		wire	clk,
  input		wire	reset,
  output logic[7:0] count
);
  logic [7:0] next_count;
  always_ff @(posedge clk or posedge reset) begin
    if (reset) begin
      count <= 8'h1;
    end
    else begin
      count <= next_count;
    end
  end
  assign next_count = count + 8'h2;
endmodule
==> notes.md <==
Implementation results. The worst-case IR drop observed on VDD is roughly 0.00044 V. Final tally of max-slew violations landed at 0. After synthesis, the chip area reported by Yosys is 277 sq um. In the power breakdown, the internal column shows between 0.2 and 0.3 mW.

The registers reported with the highest flop counts are count: 7 flops. The layout summary lists the proportion of cells stronger than drive strength 1 as 0.0909. CTS reports a maximum clock tree buffer depth of 2. Per the detailed placement report, the placed cell area equals ~410 sq um. Critical path data required time landed at roughly 1300 ps. The number of setup buffers added after CTS is 0. Maximum number of pins on one net before global-route repair landed at 8. Number of H-tree levels landed at 1. Initial antenna violation count landed at 0. During I/O placement, the number of pins put on the boundary was 10. The layout report lists the combined flip-flop and latch area as about 180 sq um. Highest attainable clock frequency landed at 674 MHz. Yosys stat cell total landed at 22.

Area added between synthesis and finish landed at 56.6%. Number of fill cells landed at around 400. The top cell types in the final layout, fill and taps aside, are clkdlybuf4s50_1, dfrtp_1, nand3_1, xnor2_1, clkbuf_4.

TritonCTS built the clock tree. The tool warning count for the run is 25. The buffer_ports step reported a buffer count of 8.

Per the gpl log, the routability congestion estimate is 0.687. Clock tree synthesis found a total of 7 sinks. Number of instances in the synthesized netlist landed at 22.

Once iteration 0 of detailed routing completed, the report listed 0 DRC markers. Detailed routing inserted a total of ~190 vias. Number of distinct standard cells referenced by the synthesized netlist landed at 9. Number of standard-cell rows in the floorplan landed at 21.

Flip-flop count of the largest register after layout landed at 7. The kind of cell with the highest combined delay along the critical path is buffers and inverters. The launch point of the worst register-to-register path is recorded as count[1]$_DFF_PP0_.

For the completed layout, the total cell area is recorded as roughly 430 sq um. Die outline area landed at 6400 sq um. Per the OpenROAD floorplan log, the area of the core is 3420 sq um.

Post-synth design cell area landed at 277 sq um. Across the run, the number of max-cap violations was 0. The worst setup path is captured at a primary output.

Per the detail_route report, routed wire per instance is around 8.2 microns. Global routing finished with a remaining overflow of 0. The main area contributors are dfrtp_1, xnor2_1, nand3_1, ha_1, xor2_1. The flow ran to the end, and the final reports show no timing, DRC or antenna violations.

Power density of the placed cells landed at between 700 and 800 nW/um^2. Critical path buffer and inverter count landed at 1. The clock reaches the later pin of the worst-skew pair after between 200 and 250 ps.

The floorplan step set the die height to 80 microns. Worst-case register-to-register setup slack landed at slightly below 600 ps. The first global-routing pass estimated approximately 1.2 mm of wire. Post-layout utilization of the core landed at 0.127.

Looking at the critical path, the single cell with the biggest stage delay is clkdlybuf4s50_1. Clock power share landed at 0.455. Setup repair after global routing left no endpoint under its margin. The most critical min-delay path falls under primary input to async pin.

Logic depth along the worst register-to-register path is recorded as 3. The detail route stage leaves a number of antenna-violating nets equal to 0. By instance count after routing, the leading logic cell type is clkdlybuf4s50_1.

The capture point of the worst register-to-register path is recorded as count[5]$_DFF_PP0_. Number of gates resized after cts landed at 0. The smallest clock period supported by the final layout is computed as between 1000 and 1500 ps. The share of total power dissipated in sequential elements is 0.527. Synthesis inferred 7 register bits. Final-report hold violation count landed at 0. The area fraction of the largest cell type after synthesis is 0.633. The final layout reports a setup TNS of 0 ps. The biggest area contributor in the post-synthesis netlist is dfrtp_1. After clock tree synthesis, the clock-pin slew on the worst setup and hold paths is ~50 ps. In the post-route report, total wirelength is listed as approximately 650 microns.

Averaged over all synthesized cells, the footprint is around 13 sq um. Die width landed at about 80 microns. Max fanout on the critical path was recorded as 5. The initial utilization of the core area, before any placement, comes to 0.0810. Critical path's largest stage delay landed at ~500 ps.

Per the CTS log, the root buffer master is clkbuf_4. The clock arrives with about 1.5 ps of skew. The script parses the final routing iteration and logs DRC violations as 0. In the finished design, the share of the clock period the worst path needs comes to 0.927. Combinational gate area landed at 86.3 sq um.

count holds more flip-flops than any other register. Switching share of power landed at 0.185. Setup violation total in the final timing report landed at 0.

Power share of the combinational group landed at 0.017. Total of hold buffers inserted after clock tree synthesis landed at 0. The number of global-route vias before repair came to 228. Looking at the setup timing report, the critical path kind is register to primary output. Average via count per standard cell landed at approximately 2.4. The warning tally printed by Yosys for this design is 1. The repair_antennas step left the layout with diodes totalling 0. Total track usage landed at 0.0235.

The iteration count recorded for the first detailed-route pass is 1. The worst setup path is launched from a register. CTS buffer count landed at 3.

Listed in order, past its start point the critical path passes clkdlybuf4s50_1. Critical path arrival landed at ~1200 ps. Switching component of the power landed at 0.0621 mW.

Sequential area share after synthesis landed at 0.633. Per the OpenROAD power report, leakage power amounts to around 0.18 nW.
-- Yosys cell counts --
library cell  n
dfrtp_1       7
nand3_1       4
xnor2_1       4
inv_1         2
and3_1        1
buf_4         1
conb_1        1
ha_1          1
xor2_1        1
-- per-stage QoR --
| stage | instances | setup WS (ps) | power (mW) | hold WS, ps |
|---|---|---|---|---|
| finish | 79 | 116 | 0.337 | 306 |
| floorplan | 22 | 705 | 0.185 | 123 |
| global placement | 75 | 366 | 0.186 | 479 |
| detailed placement | 75 | 365 | 0.186 | 493 |
| CTS | 79 | 91.8 | 0.344 | 315 |
| global route | 79 | 41.9 | 0.357 | 339 |
-- worst register-to-register path, stage by stage, from the launching register on --
cell	delay (ps)
dfrtp_1	420
ha_1	250
nand3_1	110
xnor2_1	130
-- cells by family (layout without fill, tap and decap cells) --
group	count (synthesis)	after routing	synth area share
xor+xnor	5	5	0.158
fa+ha+maj	1	1	0.0452
buf+inv	3	14	0.0543
flops	7	7	0.633
other cells	1	1	0.0136
simple gates	5	5	0.0950
-- how the worst max path moves through the flow --
stage                      start       end  slack, ps  cells past startpoint
CTS           count[3]$_DFF_PP0_  count[3]         90                      1
finish        count[1]$_DFF_PP0_  count[1]        120                      1
global route  count[1]$_DFF_PP0_  count[1]         40                      1
-- final cells by class --
cell class,count,share of cell area
Timing Repair Buffer,8,0.185
Tap cell,46,0.133
Multi-Input combinational cell,12,0.199
Sequential cell,7,0.405
Inverter,2,0.0173
Clock buffer,4,0.0607
-- power by group through the flow --
stage / clock [mW] / combinational [mW] / sequential, mW
6_report: 0.153 / 0.00586 / 0.177
5_1_grt: 0.173 / 0.00705 / 0.177
4_1_cts: 0.161 / 0.00631 / 0.177
-- metal layers --
metal	share of wire	global-route usage
met1	0.36	0.0243
met2	0.48	0.0369
met3	0.16	0.0205
met4	0	0.00176
met5	0	0
Power figures rest on the tool's default switching activity, not on a simulated workload.
